<file path="./config.mk">
export PLATFORM = sky130hd
export DESIGN_NAME = ma
export DESIGN_NICKNAME = ma
export VERILOG_FILES = /design/flow/design.v
export SDC_FILE = /design/flow/constraint.sdc
export NUM_CORES = 4
export LEC_CHECK = 1
export CORE_UTILIZATION = 40
</file>
<file path="./constraint.sdc">
current_design ma

set clk_period 2.0
set clk_io_pct 0.2

create_clock -name clk0 -period $clk_period [get_ports {clk}]

set non_clock_inputs [all_inputs -no_clocks]
set_input_delay [expr $clk_period * $clk_io_pct] -clock clk0 $non_clock_inputs
set_output_delay [expr $clk_period * $clk_io_pct] -clock clk0 [all_outputs]
</file>
<file path="./design.v">
module ma(
	input wire clk,
	input wire rst,
	input wire [6:0] addr,
	input wire [7:0] data_write_master,
	input wire enable,
	input wire rw,
	output reg [7:0] data_read_master,
	output wire ready,
	inout wire i2c_sda,
	inout wire i2c_scl
	);
	localparam STATE_IDLE = 0;
	localparam STATE_START = 1;
	localparam STATE_ADDRESS = 2;
	localparam STATE_READ_ACK = 3;
	localparam STATE_WRITE_DATA = 4;
	localparam STATE_WRITE_ACK = 5;
	localparam STATE_READ_DATA = 6;
	localparam STATE_READ_ACK2 = 7;
	localparam STATE_STOP = 8;
	localparam DIVIDE_BY = 4;
	reg [7:0] state;
	reg [7:0] save_addr;
	reg [7:0] save_data;
	reg [7:0] counter;
	reg [7:0] counter2 = 0;
	reg write_enable;
	reg sda_out;
	reg i2c_scl_enable = 0;
	reg i2c_clk = 1;
	assign ready = ((rst == 0) && (state == STATE_IDLE)) ? 1 : 0;
	assign i2c_scl = (i2c_scl_enable == 0 ) ? 1 : i2c_clk;
	assign i2c_sda = (write_enable == 1) ? sda_out : 'bz;
	always @(posedge clk) begin
		if (counter2 == (DIVIDE_BY/2) - 1) begin
			i2c_clk <= ~i2c_clk;
			counter2 <= 0;
		end
		else counter2 <= counter2 + 1;
	end 
	always @(negedge i2c_clk, posedge rst) begin
		if(rst == 1) begin
			i2c_scl_enable <= 0;
		end else begin
			if ((state == STATE_IDLE) || (state == STATE_START) || (state == STATE_STOP)) begin
				i2c_scl_enable <= 0;
			end else begin
				i2c_scl_enable <= 1; 
			end
		end
	end
	always @(posedge i2c_clk, posedge rst) begin
		if(rst == 1) begin
			state <= STATE_IDLE; 
		end		
		else begin
			case(state)
				STATE_IDLE: begin 
					if (enable) begin
						state <= STATE_START;
						save_addr <= {addr, rw};
						save_data <= data_write_master; 
					end
					else state <= STATE_IDLE;
				end
				STATE_START: begin  
					counter <= 7;
					state <= STATE_ADDRESS;
				end
				STATE_ADDRESS: begin 
					if (counter == 0) begin 
						state <= STATE_READ_ACK;
					end else counter <= counter - 1;
				end
				STATE_READ_ACK: begin
					if (i2c_sda == 0) begin
						counter <= 7;
						if(save_addr[0] == 0) state <= STATE_WRITE_DATA;
						else state <= STATE_READ_DATA;
					end else state <= STATE_STOP;  
				end
				STATE_WRITE_DATA: begin 
					if(counter == 0) begin
						state <= STATE_READ_ACK2; 
					end else counter <= counter - 1;
				end
				STATE_READ_ACK2: begin 
					if ((i2c_sda == 0) && (enable == 1)) state <= STATE_IDLE;
					else state <= STATE_STOP;
				end
				STATE_READ_DATA: begin 
					data_read_master[counter] <= i2c_sda;
					if (counter == 0) state <= STATE_WRITE_ACK;
					else counter <= counter - 1;
				end
				STATE_WRITE_ACK: begin 
					state <= STATE_STOP;
				end
				STATE_STOP: begin 
					state <= STATE_IDLE;
				end
			endcase
		end
	end
	always @(negedge i2c_clk, posedge rst) begin
		if(rst == 1) begin
			write_enable <= 1;
			sda_out <= 1;
		end else begin
			case(state)
				STATE_START: begin 
					write_enable <= 1;
					sda_out <= 0; 
				end
				STATE_ADDRESS: begin
					write_enable <= 1;					
					sda_out <= save_addr[counter]; 
				end
				STATE_READ_ACK: begin 
					write_enable <= 0;
				end
				STATE_WRITE_DATA: begin 
					write_enable <= 1;
					sda_out <= save_data[counter];
				end
				STATE_WRITE_ACK: begin 
					write_enable <= 1;
					sda_out <= 0;
				end
				STATE_READ_DATA: begin 
					write_enable <= 0;				
				end
				STATE_STOP: begin 
					write_enable <= 1;		
					sda_out <= 1;
				end
			endcase
		end
	end
endmodule
</file>
<file path="./run.sh">
#!/bin/bash
# OpenROAD 26Q1-2900-gdf79404cd8, Yosys 0.63+post, stock flow scripts
make -C /OpenROAD-flow-scripts/flow DESIGN_CONFIG=/design/flow/config.mk WORK_HOME=/design/flow/orfs finish
</file>
==> qor.yml <==
synth:
  ys.flops: 52
  syn_avg_cell_area_um2: 12.4
  synth_area_leader_cell: "edfxtp_1"
  synth-edff-count: 33
  ys_types: 49
  yosys_area_mm2: 0.00240
  syn_inst: 194
  topCellsByArea: "edfxtp_1, dfrtp_1, dfxtp_1"
  yosys_cells: 194
  ys_seq_share: 0.596
  async_reset_ff_frac: 0.212
  netlist_area_mm2: 0.00240
  yosysWarnings: 2
  synth_top_flop_cell: "edfxtp_1"
  synth_top_area_share: 0.414
cts:
  cts_resized: 0
  cts_root_buffer: "clkbuf_8"
  htreeDepth: 1
  post_cts_buffers: 0
  cts_buffers: 3
  cts_hold_buf: 0
  cts_max_path_buffers: 2
placement:
  dp_slack_ps: 195
  globalplace.congestion: 0.811
  dp_hpwl_um: 2910
  place_area_mm2: 0.00275
  io_buffers: 27
die:
  initial_utilization: 0.425
  rows: 27
  io_pins: 30
  die_h_um: 79.4
  die_w_um: 79.4
sta:
  unclocked_pins: 43
  untimed_endpoints: 84
outcome:
  lastStage: "4_1_cts"
  firstError: "[error] [KeplerFormal.cpp:679] Workflow failed: Iso has multiple drivers: .i2c_sda0, i2c_sda$_DFFE_NP1P_.Q0"
  status: "stopped before the end"
[Yosys cell counts, types with 4 or more instances]
cell	number
nor4_1	4
a21oi_1	9
o21ai_0	8
nand3_1	8
dfxtp_1	8
o31ai_1	9
inv_1	8
nand2_1	11
xor2_1	4
edfxtp_1	33
ha_1	4
xnor2_1	7
dfrtp_1	8
clkbuf_1	6
and2_1	5
nor2_1	13
[kinds of logic after synthesis]
logic type                 after synthesis  synth area share
and+or+nand+nor                         64             0.156
DFF                                     52             0.596
AOI/OAI and AO/OA                       40             0.113
buffers and inverters                   16            0.0282
xor gates and xnor gates                11            0.0402
muxes                                    7            0.0460
adders and majority gates                4            0.0209
[stage by stage]
step	cells	hold slack, ps	util
floorplan	194	426	-
global placement	289	454	0.487
detailed placement	289	447	0.487
